==> flow/design.v <==
module XAFifo #(parameter DEPTH = 4, DW = 8, W_SYNC_N = 2, R_SYNC_N = 2) (
    input  logic rclk
  , input  logic rrstn
  , input  logic re
  , output logic empty_n
  , input  logic wclk
  , input  logic wrstn
  , input  logic we
  , output logic full_n
	, input  logic [DW-1:0] din
	, output logic [DW-1:0] dout
);
logic                       we_ok;
logic [$clog2(DEPTH) : 0]   a_g_wptr;
logic [$clog2(DEPTH) : 0]   a_g_rptr;
logic [$clog2(DEPTH)-1 : 0] rptr;
logic [$clog2(DEPTH)-1 : 0] wptr;
XAFifoWCtrl #(.DEPTH(DEPTH), .SYNC_N(W_SYNC_N))
	WCtrl (.clk(wclk), .rstn(wrstn), .we(we), .full_n(full_n), .a_g_rptr(a_g_rptr), .a_g_wptr(a_g_wptr), .we_ok(we_ok), .wptr(wptr));
XAFifoRCtrl #(.DEPTH(DEPTH), .SYNC_N(R_SYNC_N))
	RCtrl (.clk(rclk), .rstn(rrstn), .re(re), .empty_n(empty_n), .a_g_rptr(a_g_rptr), .a_g_wptr(a_g_wptr), .rptr(rptr));
XMem #(.DW(DW), .DEPTH(DEPTH))
	Mem (.clk(wclk), .we(we_ok), .waddr(wptr), .raddr(rptr), .d(din), .q(dout));
endmodule
module XAFifoWCtrl #(parameter DEPTH = 4, SYNC_N = 2) (
    input  logic clk
  , input  logic rstn
  , input  logic we
  , output logic full_n
  , input  logic [$clog2(DEPTH) : 0]   a_g_rptr
  , output logic                       we_ok
  , output logic [$clog2(DEPTH)-1 : 0] wptr
  , output logic [$clog2(DEPTH) : 0]   a_g_wptr
);
localparam AW = $clog2(DEPTH);
logic [AW:0] synced_g_rptr;
logic [AW:0] nxt_bin_cnt, bin_cnt, nxt_g_wptr;
XSyncer #(.DW(AW+1), .N(SYNC_N)) rptr_syncer (.clk(clk), .rstn(rstn), .d(a_g_rptr), .q(synced_g_rptr));
always @(posedge clk, negedge rstn) begin
  if (~rstn) begin
    bin_cnt                        <= {(AW+1){1'b0}};
    a_g_wptr                       <= {(AW+1){1'b0}};
    full_n                         <= 1'b1;
  end else begin
    bin_cnt                        <= nxt_bin_cnt;
    a_g_wptr                       <= nxt_g_wptr;
    full_n                         <= (nxt_g_wptr [AW] != synced_g_rptr [AW]) && (nxt_g_wptr [AW-1] == ~synced_g_rptr [AW-1]) && (nxt_g_wptr [AW-2:0] == synced_g_rptr [AW-2:0]) ? 1'b0 : 1'b1;
  end
end
assign wptr  = bin_cnt [AW-1:0];
assign we_ok = we & full_n;
assign nxt_bin_cnt = we_ok ? bin_cnt + 1'b1 : bin_cnt;
assign nxt_g_wptr  = (nxt_bin_cnt >> 1) ^ nxt_bin_cnt;
endmodule
module XAFifoRCtrl #(parameter DEPTH = 4, SYNC_N = 2) (
    input  logic clk
  , input  logic rstn
  , input  logic re
  , output logic empty_n
  , input  logic [$clog2(DEPTH) : 0]   a_g_wptr
  , output logic [$clog2(DEPTH)-1 : 0] rptr
  , output logic [$clog2(DEPTH) : 0]   a_g_rptr
);
localparam AW = $clog2(DEPTH);
logic        re_ok;
logic [AW:0] synced_g_wptr;
logic [AW:0] nxt_bin_cnt, bin_cnt, nxt_g_rptr;
XSyncer #(.DW(AW+1), .N(SYNC_N)) wptr_syncer (.clk(clk), .rstn(rstn), .d(a_g_wptr), .q(synced_g_wptr));
always @(posedge clk, negedge rstn) begin
  if (~rstn) begin
    bin_cnt                        <= {(AW+1){1'b0}};
    a_g_rptr                       <= {(AW+1){1'b0}};
    empty_n                        <= 1'b0;
  end else begin
    bin_cnt                        <= nxt_bin_cnt;
    a_g_rptr                       <= nxt_g_rptr;
    empty_n                        <= synced_g_wptr == nxt_g_rptr ? 1'b0 : 1'b1;
  end
end
assign rptr  = bin_cnt [AW-1:0];
assign re_ok = re & empty_n;
assign nxt_bin_cnt = re_ok ? bin_cnt + 1'b1 : bin_cnt;
assign nxt_g_rptr  = (nxt_bin_cnt >> 1) ^ nxt_bin_cnt;
endmodule
module XHndSk #(parameter D_WIDTH = 16)
(
  input  logic clk,
  input  logic rstn,
  input  logic vldi,
  input  logic rdyo,
  input  logic [D_WIDTH-1:0] datai,
  output logic vldo,
  output logic rdyi,
  output logic [D_WIDTH-1:0] datao
);
  localparam IDLE = 1'b1;
  localparam BUSY = 1'b0;
  logic state, nxt_state;
  logic nxt_vldo;
  logic [D_WIDTH-1:0] nxt_datao;
  assign nxt_state = rdyo ? IDLE : 
                            vldi ? BUSY : state;
  assign nxt_vldo  = state == IDLE ? vldi :
                                     rdyo ? vldi : vldo;
  assign nxt_datao = state == IDLE ? datai :
                                     rdyo ? datai : datao;
always @(posedge clk or negedge rstn) begin
  if (rstn == 1'b0) begin
		state <= IDLE;
		vldo  <= 1'b0;
		datao <= {(D_WIDTH){1'b0}};;
	end else begin
		state <= nxt_state;
		vldo  <= nxt_vldo;
		datao <= nxt_datao;
	end
end
assign rdyi = state;
endmodule
module XSyncer #(parameter DW = 2, N = 2) (
	input logic clk,
	input logic rstn,
	input  logic [DW-1:0] d,
	output logic [DW-1:0] q
);
logic [DW-1:0] sync_ff [0:N-2];
integer i;
always @(posedge clk or negedge rstn) begin
	if (~rstn) begin
		for (i = 0; i < N-1; i++)
			sync_ff [i] <= {DW{1'b0}};		
		q <= {DW{1'b0}};
	end else begin
		sync_ff [0] <= d;
		for (i = 1; i < N-1; i++)
			sync_ff [i] <= sync_ff [i-1];
		q <= sync_ff [N-2];
	end
end
endmodule
module XArbFirstOneBit #(parameter DW = 8, MASK_OUT = 0) (
  input  logic [DW-1:0] i,
  output logic [DW-1:0] o
);
logic [DW-1:0] mask;
localparam N = $clog2(DW);
logic [DW*(N+1)-1:0] comp_grid;
integer k, l;
always @(*) begin
  comp_grid [DW-1:0] = i;
  for (l = 1; l <=N; l++) begin
    for (k = 0; k < DW; k=k+2)
      if (k < (l == 1 ? 0 : 1 << (l-1))) begin
        comp_grid[DW*l + k]   = comp_grid[(l-1)*DW + k];
        if (k < DW-1)
          comp_grid[DW*l + k+1] = comp_grid[(l-1)*DW + k+1];
      end else begin
        comp_grid[l*DW + k]   = comp_grid[(l-1)*DW + k]   | comp_grid[(l-1)*DW + k -( (1 << (l-1))-1 )];
        if (k < DW-1)
          comp_grid[l*DW + k+1] = comp_grid[(l-1)*DW + k+1] | comp_grid[(l-1)*DW + k -( (1 << (l-1))-1 )];
      end
  end
end
assign mask = comp_grid [(N*DW) +: DW];
assign o = MASK_OUT == 0 ? i & ~(mask << 1) : mask << 1;
endmodule
module XMem #(parameter DW = 8, DEPTH = 4) (
    input  logic clk
  , input  logic we
  , input  logic [$clog2(DEPTH)-1:0] waddr
  , input  logic [$clog2(DEPTH)-1:0] raddr
  , input  logic [DW-1:0] d
  , output logic [DW-1:0] q
);
reg [DW-1:0] mem [0:DEPTH-1];
always @(posedge clk)
  if (we)
    mem[waddr] <= d;
assign q = mem[raddr];
endmodule
==> flow/run.sh <==
#!/bin/bash
# OpenROAD 26Q1-2900-gdf79404cd8, Yosys 0.63+post, stock flow scripts
make -C /OpenROAD-flow-scripts/flow DESIGN_CONFIG=/design/flow/config.mk WORK_HOME=/design/flow/orfs finish
==> flow/config.mk <==
export PLATFORM = sky130hd
export DESIGN_NAME = XAFifo
export DESIGN_NICKNAME = XAFifo
export VERILOG_FILES = /design/flow/design.v
export SDC_FILE = /design/flow/constraint.sdc
export NUM_CORES = 4
export LEC_CHECK = 1
export CORE_UTILIZATION = 40
==> flow/constraint.sdc <==
current_design XAFifo

set clk_period 3.3
set clk_io_pct 0.2

create_clock -name clk0 -period $clk_period [get_ports {rclk}]
create_clock -name clk1 -period $clk_period [get_ports {wclk}]

set non_clock_inputs [all_inputs -no_clocks]
set_input_delay [expr $clk_period * $clk_io_pct] -clock clk0 $non_clock_inputs
set_output_delay [expr $clk_period * $clk_io_pct] -clock clk0 [all_outputs]
==> impl_metrics.json <==
{
  "critPathArrivalTime_ps": 2010,
  "antenna_found_initial": 0,
  "fp-row-count": 26,
  "cts.repair.resized": 0,
  "placed_cells": 200,
  "seq_area_frac_synth_pct": 72.9,
  "die_w_um": 75.2,
  "grt_setup_unrepaired": "false",
  "drive_above_1_share_pct": 10.6,
  "yosysTopAreaCellShare_pct": 44.8,
  "yosysChipArea_um2": 2140,
  "grtUsageTotal_pct": 13.5,
  "fin_worst_skew_ps": 3.03,
  "drtIter0Drc": 37,
  "cp-start-kind": "flip-flop",
  "place_congestion": 0.740,
  "vdd_drop_max_uv": 470,
  "postCtsHoldBufs": 0,
  "dp_hpwl_um": 2150,
  "drtPass1Iterations": 3,
  "synth.distinct_cells": 25,
  "grt_pass1_wl_um": 5090,
  "worst_pin_slew_ps": 590,
  "synthArstFlopShare_pct": 42.9,
  "io_buffers": 22,
  "status": "finished, final reports clean",
  "hold_violations": 0,
  "grt_pass1_vias": 1097,
  "numClockSinks": 56,
  "finalMaxSlewViolations": 0,
  "drt-vias-per-instance": 4.80,
  "grt_overflow": 0,
  "wl_per_cell_um": 14.9,
  "drc": 0,
  "flop_cell": "edfxtp_1",
  "netlist_area_um2": 2140,
  "crit_type": "reg2out",
  "setup_violations": 0,
  "yosysWarnings": 5,
  "ys_ff": 56,
  "grt_max_degree": 14,
  "syn_area_per_cell_um2": 19.5,
  "area_leaders": "edfxtp_1 (45%), dfrtp_1 (27%), mux4_1 (9.8%)",
  "cts_tree": "done",
  "path_max_fanout": 12,
  "fp_util_pct": 41.7,
  "relSlewSlack_pct": 60.7,
  "critPathCaptureType": "output pin",
  "p_leak_uw": 0.000999,
  "tns_ps": 0,
  "io_pins": 24,
  "min_path_type": "reg2reg",
  "routed_wl_um": 3150,
  "timing.hold.ws_ps": 297,
  "required_ps": 2640,
  "clkSlewWorstSetupHoldPaths_ps": 70,
  "dieHeight_um": 75.2,
  "vias": 1012,
  "chipArea_um2": 5660,
  "edf_count": 32,
  "postCtsSetupBuffers": 0,
  "drv_cap": 0,
  "netlist_instances": 110,
  "ys_cells": 110,
  "coreArea_um2": 5140,
  "insertedDiodeCount": 0,
  "largest_area_cell": "edfxtp_1",
  "fin_cells": 211,
  "power.density_nw_per_um2": 872,
  "warning_count": 29,
  "postRouteAntennaNets": 0,
  "area_delta_synth_final_pct": 20.5
}
final cells by class:
class                           instances  area, µm²
Multi-Input combinational cell         49        554
Timing Repair Buffer                   22        220
Clock buffer                            9        114
Inverter                                3       11.3
Tap cell                               70       87.6
Clock inverter                          2       35.0
Fill cell                             441       2550
Sequential cell                        56       1560
state kept, by name, indices dropped and copies added (netlist names):
| name | count |
|---|---|
| RCtrl.wptr_syncer.q | 3 |
| RCtrl.a_g_rptr | 3 |
| WCtrl.a_g_wptr | 3 |
| WCtrl.bin_cnt | 2 |
| WCtrl.full_n | 1 |
| Mem.mem | 32 |
| WCtrl.rptr_syncer.sync_ff | 3 |
| RCtrl.empty_n | 1 |
| RCtrl.wptr_syncer.sync_ff | 3 |
| WCtrl.rptr_syncer.q | 3 |
| RCtrl.bin_cnt | 2 |
path summary, 6_finish.rpt:
path                                                             end                                 startpoint  cells past startpoint  slack [ps]
min in group asynchronous  WCtrl.rptr_syncer.sync_ff[0][2]$_DFF_PN0_                                      wrstn                      1         730
max in group asynchronous                 RCtrl.bin_cnt[1]$_DFF_PN0_                                      rrstn                      1        2160
max reg2reg                                  RCtrl.empty_n$_DFF_PN0_                 RCtrl.bin_cnt[0]$_DFF_PN0_                      5        1240
min in group clk0                   RCtrl.wptr_syncer.q[1]$_DFF_PN0_  RCtrl.wptr_syncer.sync_ff[0][1]$_DFF_PN0_                      0         340
max in group clk1                             WCtrl.full_n$_DFF_PN1_                                         we                      5        1130
max                                                          dout[2]                 RCtrl.bin_cnt[0]$_DFF_PN0_                      2         630
min                        WCtrl.rptr_syncer.sync_ff[0][0]$_DFF_PN0_                RCtrl.a_g_rptr[0]$_DFF_PN0_                      0         300
min reg2reg                WCtrl.rptr_syncer.sync_ff[0][0]$_DFF_PN0_                RCtrl.a_g_rptr[0]$_DFF_PN0_                      0         300
layout by cell type (no fill, tap or decap), drive strengths merged:
cell | netlist | final
a211oi | 2 | 2
a21boi | 2 | 2
a21oi | 2 | 2
and3 | 6 | 6
and4 | 2 | 2
bufinv | 0 | 1
clkbuf | 0 | 9
clkdlybuf4s50 | 0 | 22
clkinv | 0 | 1
dfrtp | 23 | 23
dfstp | 1 | 1
edfxtp | 32 | 32
ha | 5 | 5
inv | 3 | 3
mux4 | 8 | 8
nand2 | 2 | 2
nand3 | 1 | 1
nor2 | 1 | 1
o21ai | 4 | 4
or2 | 2 | 2
or3 | 2 | 2
xnor2 | 6 | 6
xnor3 | 2 | 2
xor2 | 2 | 2
cell families after synthesis:
group / synth area share, %
DFF: 72.9
and+or+nand+nor: 4.96
AOI/OAI and AO/OA: 2.80
xor gates and xnor gates: 5.37
muxes: 9.80
buffers and inverters: 1.28
adders and majority gates: 2.92
worst max-delay path: stages (launching register included):
cell and delay, ps:
dfrtp_1 710, mux4_1 630, clkdlybuf4s50_1 440
synth_stat cells, types with 2 or more instances:
| cell | number |
|---|---|
| nand2_1 | 2 |
| ha_1 | 5 |
| or2_2 | 2 |
| and4_1 | 2 |
| edfxtp_1 | 32 |
| a211oi_1 | 2 |
| and3_4 | 2 |
| and3_1 | 4 |
| dfrtp_1 | 23 |
| or3_1 | 2 |
| xnor2_1 | 6 |
| inv_1 | 3 |
| mux4_1 | 8 |
| o21ai_0 | 2 |
| a21oi_1 | 2 |
| xnor3_1 | 2 |
| o21ai_1 | 2 |
| xor2_1 | 2 |
through the flow:
stage	instance area, µm²	setup WS [ps]	total power [µW]	utilization, %
global placement	2440	843	1760	47.4
floorplan	2140	1510	1510	-
CTS	2580	580	2290	50.3
detailed placement	2440	825	1770	47.4
global route	2580	524	2410	50.3
finish	2580	629	2260	50.3
report_power, final:
part           leakage, µW  switching [µW]  internal (µW)
registers         0.000573             137            972
clock network    0.0000767             208            304
logic             0.000350             229            406
total             0.000999             573           1680
routing by layer:
layer  up-vias  global-route usage, %  routed length (µm)
met5         -                      0                   0
met2        34                   20.5                1570
met4         0                   2.06                  15
met1       497                   19.4                1340
li1        479                      -                   -
met3         2                   6.65                 230
Power figures rest on the tool's default switching activity, not on a simulated workload.
